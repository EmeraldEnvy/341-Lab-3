`design/flow/constraint.sdc`:
```
current_design alu_32

set clk_period 14.7
set clk_io_pct 0.2

create_clock -name clk0 -period $clk_period

set non_clock_inputs [all_inputs -no_clocks]
set_input_delay [expr $clk_period * $clk_io_pct] -clock clk0 $non_clock_inputs
set_output_delay [expr $clk_period * $clk_io_pct] -clock clk0 [all_outputs]
```
`design/flow/run.sh`:
```
#!/bin/bash
# OpenROAD 26Q1-2900-gdf79404cd8, Yosys 0.63+post, stock flow scripts
make -C /OpenROAD-flow-scripts/flow DESIGN_CONFIG=/design/flow/config.mk WORK_HOME=/design/flow/orfs finish
```
`design/flow/config.mk`:
```
export PLATFORM = sky130hd
export DESIGN_NAME = alu_32
export DESIGN_NICKNAME = alu_32
export VERILOG_FILES = /design/flow/design.v
export SDC_FILE = /design/flow/constraint.sdc
export NUM_CORES = 4
export LEC_CHECK = 1
export CORE_UTILIZATION = 40
```
`design/flow/design.v`:
```
`timescale 1ns / 1ps
module alu_32(
    input [31:0] A_in, B_in,
    input [3:0] ALU_Sel,
    output [31:0] ALU_Out,
    output reg Carry_Out,
    output Zero,
    output reg Overflow = 1'b0
    );
reg [ 31 : 0 ] ALU_Result ;
reg [ 32 : 0 ] temp ;
reg [ 32 : 0 ] twos_com ;  
assign ALU_Out = ALU_Result ;  
assign Zero = ( ALU_Result == 0);  
always @ (*)
    begin
        Overflow = 1'b0;
        Carry_Out = 1'b0;
        case ( ALU_Sel )
            4'b0000 :  
                ALU_Result = A_in & B_in ;
            4'b0001 :  
                ALU_Result = A_in | B_in ;
            4'b0010 :  
                begin
                    ALU_Result = $signed ( A_in ) + $signed ( B_in );
                    temp = {1'b0 , A_in } + {1'b0 , B_in };
                    Carry_Out = temp [ 32 ] ;
                    if (( A_in [ 31 ] & B_in [ 31 ] & ~ ALU_Out [ 31 ] ) |
                    (~ A_in [ 31 ] & ~ B_in [ 31 ] & ALU_Out [ 31 ] ))
                        Overflow = 1'b1;
                    else
                        Overflow = 1'b0;
                end
            4'b0110 :  
                begin
                    ALU_Result = $signed ( A_in ) - $signed ( B_in ) ;
                    twos_com = ~( B_in ) + 1'b1;
                    if (( A_in [ 31 ] & twos_com [ 31 ] & ~ ALU_Out [ 31 ] ) |
                    (~ A_in [ 31 ] & ~ twos_com [ 31 ] & ALU_Out [ 31 ] ))
                        Overflow = 1'b1;
                    else
                        Overflow = 1'b0;
                end
            4'b0111 :  
                ALU_Result = ( $signed ( A_in ) < $signed ( B_in ))?32'd1: 32'd0;
            4'b1100 :  
                ALU_Result = ~( A_in | B_in );
            4'b1111 :  
                ALU_Result = ( A_in == B_in )?32'd1: 32'd0 ;
            default : ALU_Result = A_in + B_in ;
        endcase
    end
endmodule
```
==> reports/summary.log <==
qor: critical_path.worst_path_maximum_fanout 5
qor: global_routing.number_of_antenna_violations_at_the_first_check_in_global_routing 0
qor: cts.holdBufCountCts 0
qor: synthesis.post_synth_and_or_nand_nor_area_fraction 0.212
qor: floorplan.fp_util 0.410
qor: global_routing.grt_first_pass_wirelength 39400 µm
qor: cts.cts.repair.resized 0
qor: sta.finalSetupTns 0 ps
qor: synthesis.synth-area-yosys 6230 µm²
qor: critical_path.critical_path_class primary input to output pin
qor: route.routed_via_density 6.47
qor: power.vdd.ir_drop.worst 0.0237 mV
qor: layout.final_layout_top_logic_cells clkdlybuf4s50_1 (103), inv_1 (96), ha_1 (96)
qor: sta.period_needed 11280 ps
qor: route.wl_cell 21.9 µm
qor: synthesis.ys.warnings.count 1
qor: place.numPortBuffers 103
qor: floorplan.die-height 127 µm
qor: global_routing.grt_max_degree 42
qor: critical_path.cp.required 11760 ps
qor: power.leakage 3.06 nW
qor: floorplan.row_count 45
qor: flow_run.maxCapViolCount 0
qor: route.routed_vias 7547
qor: layout.ff_count 0
qor: cts.post-cts-setup-buffer-count 0
qor: layout.area_growth_syn_to_layout 17.5%
qor: sta.layout_worst_path_cycle_share 0.767
qor: synthesis.post_synth_fa_ha_maj_area_fraction 0.199
qor: hold_path.whs_path_depth 5
qor: hold_path.class_of_the_tightest_hold_or_removal_check primary input to output pin
qor: synthesis.synth.comb.largest_family AND-OR/OR-AND gates
qor: synthesis.postSynthAreaPerCell 6.76 µm²
qor: place.hpwl 19900 µm
qor: sta.fmax 88.7 MHz
qor: global_routing.gr-usage-all-layers 0.320
qor: sta.timing_hold_violations_final 0
qor: synthesis.post_synth_inst_count 921
qor: synthesis.register_area_share_after_synthesis 0
qor: floorplan.die_x 127 µm
qor: sta.slew_violations 0
qor: power.totalPowerFinal 318 µW
qor: critical_path.worstSetupStartpointType primary input
qor: layout.final.fill_count 1564
qor: synthesis.mappedNetlistArea 6230 µm²
qor: synthesis.compound_area_frac 0.445
qor: route.detail_route.antenna_diodes 0
qor: synthesis.xor_xnor_share_of_the_synthesized_area 0.00985
qor: route.drt_first_pass_iters 5
qor: floorplan.io_pins 103
qor: global_routing.first_global_vias 6954
qor: place.pre_cts_ws 3580 ps
qor: synthesis.yosys.area.top_type_share 0.193
qor: route.remaining_drc_errors 0
qor: layout.seqCellArea 0 µm²
qor: route.detail_route.wirelength 25600 µm
qor: synthesis.synth_cell_type_count 95
qor: layout.ratio_of_cells_with_drive_above_1_in_the_final_layout 0.0593
qor: floorplan.dieArea 16100 µm²
qor: place.routabilityCongestion 1.02
qor: sta.worst_setup_slack_final 3420 ps
qor: status.outcome finished, final reports clean
qor: synthesis.synth.top_cells.by_area ha_1 (19%), a21oi_1 (7.2%), inv_1 (5.8%)
qor: global_routing.grt_overflow 0
qor: sta.worst_slew_margin_relative_to_its_limit 0.497
qor: flow_run.openroad.warnings 96
qor: synthesis.ys_sh_mux 0.0281
qor: critical_path.worstSetupEndpointType output pin
qor: route.drt-initial-drc-count 522
qor: sta.finalSetupViolations 0
qor: critical_path.worst-endpoint-arrival 8340 ps
qor: synthesis.synthDominantAreaCellType ha_1
qor: synthesis.synth.yosys.num_cells 921
qor: sta.timing_worst_slew_pin_value 752 ps
qor: layout.n_clock_buffer 0
qor: sta.setup_repair_after_global_routing_missed_its_margin no
qor: route.detail-route-antenna-nets 0
qor: layout.layout_top_cell clkdlybuf4s50_1
qor: power.pwr_per_cell_area 43.5 nW/µm²
qor: floorplan.core_region_area 15200 µm²
worst paths after layout:
path                  from        end  slack [ps]
hold / removal    B_in[31]  Carry_Out        7160
setup / recovery   B_in[1]       Zero        3420
final cells by class:
| type | count | area [µm²] | share of cell area |
|---|---|---|---|
| repair buffers | 118 | 1140 | 0.156 |
| inverters | 99 | 372 | 0.0508 |
| multi-input cells | 761 | 5560 | 0.761 |
| well taps | 188 | 235 | 0.0322 |
worst max-delay path, cell delays in order:
cell	delay [ps]
clkdlybuf4s50_1	650
inv_1	110
ha_1	320
a211oi_1	510
nor3_1	160
nor3b_1	500
o21ai_0	230
a221o_1	340
a22o_1	230
or4_1	560
or4b_1	520
or4_1	540
nor4b_2	220
clkdlybuf4s50_1	490
synthesized netlist by cell type (10+ instances only):
cell and count:
nand4_1 12, o21ai_0 36, buf_1 10, o211ai_1 13, o22ai_1 18, o31ai_1 20, a211oi_1 13, clkbuf_1 32
inv_1 96, nand3_1 13, o221ai_1 17, o21bai_1 11, nor3_1 25, a22o_1 10, a22oi_1 26, a221o_1 11
mux2i_1 13, nor4_1 15, a21o_1 17, buf_2 11, nand2_1 56, a221oi_1 12, a21oi_1 89, nor2_1 70
ha_1 96, nand2b_1 13
per-layer routing:
metal / GRT usage / vias up / routed length, µm
met4: 0.116 / 0 / 968
li1: - / 3603 / -
met2: 0.522 / 351 / 11600
met1: 0.443 / 3530 / 11200
met3: 0.0288 / 63 / 1890
met5: 0 / - / 0
cell families (layout without fill, tap and decap cells):
| logic type | Yosys count | count (layout) |
|---|---|---|
| xor+xnor | 7 | 7 |
| simple gates | 256 | 256 |
| mux | 17 | 17 |
| buf+inv | 160 | 217 |
| compound gates | 383 | 383 |
| fa+ha+maj | 98 | 98 |
power breakdown:
part,internal (mW),switching (mW)
logic,0.137,0.181
clock network,0,0
registers,0,0
per-stage QoR:
stage,instances,hold WS [ps],area [µm²],util
after floorplan,921,6060,6230,-
after global placement,1166,7150,7310,0.481
after detailed placement,1166,7160,7310,0.481
after CTS,1166,7160,7310,0.481
after global routing,1166,7190,7310,0.481
final,1166,7160,7310,0.481
Power figures rest on the tool's default switching activity, not on a simulated workload.
