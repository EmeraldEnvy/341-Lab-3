==> ./config.mk <==
export PLATFORM = sky130hd
export DESIGN_NAME = Instmem
export DESIGN_NICKNAME = Instmem
export VERILOG_FILES = /design/flow/design.v
export SDC_FILE = /design/flow/constraint.sdc
export NUM_CORES = 4
export LEC_CHECK = 1
export CORE_AREA = 10 10 70 70
export DIE_AREA = 0 0 80 80
==> ./constraint.sdc <==
current_design Instmem

set clk_period 1.1
set clk_io_pct 0.2

create_clock -name clk0 -period $clk_period

set non_clock_inputs [all_inputs -no_clocks]
set_input_delay [expr $clk_period * $clk_io_pct] -clock clk0 $non_clock_inputs
set_output_delay [expr $clk_period * $clk_io_pct] -clock clk0 [all_outputs]
==> ./design.v <==
`timescale 1ns / 1ps
module Instmem(
    input [7:0] addr,
    output wire [31:0] instruction
    );
    reg[31:0] memory[0:63];
    initial
    begin
        memory[0] = 32'h00007033;  
        memory[1] = 32'h00100093;  
        memory[2] = 32'h00200113;  
        memory[3] = 32'h00308193;  
        memory[4] = 32'h00408213;  
        memory[5] = 32'h00510293;  
        memory[6] = 32'h00610313;  
        memory[7] = 32'h00718393;  
        memory[8] = 32'h00208433;  
        memory[9] = 32'h404404b3;  
        memory[10] = 32'h00317533;  
        memory[11] = 32'h0041e5b3;  
        memory[12] = 32'h0041a633;  
        memory[13] = 32'h007346b3;  
        memory[14] = 32'h4d34f713;  
        memory[15] = 32'h8d35e793;  
        memory[16] = 32'h4d26a813;  
        memory[17] = 32'h4d244893;  
        memory[18] = 32'h02b02823;  
        memory[19] = 32'h03002603;  
    end
    assign instruction = memory[addr];
endmodule
==> ./run.sh <==
#!/bin/bash
# OpenROAD 26Q1-2900-gdf79404cd8, Yosys 0.63+post, stock flow scripts
make -C /OpenROAD-flow-scripts/flow DESIGN_CONFIG=/design/flow/config.mk WORK_HOME=/design/flow/orfs finish
==> run_results.csv <==
group,metric,value,unit
logic_synthesis,yosys_cells,85,
route,first_pass_iters,4,
route,num_antenna_cells,0,
setup_path,end_kind,"output pin",
place,dp_hpwl,1630,um
layout,design.seq.count,0,
final_timing,period_used_share,1.28,
logic_synthesis,ys_seq_frac,0,
setup_path,cp_max_fo,3,
route,wirelength,2910,um
route,drtAntennaViolNets,0,
global_route,grt_overflow,0,
logic_synthesis,syn_avg_cell_area,6.84,um^2
setup_path,crit_required,0.88,ns
floorplan,die_w,80,um
final_timing,finalHoldViolations,0,
power_and_ir_drop,cellPowerDensity,374,nW/um^2
outcome,violations,"setup timing",
floorplan,num_io_pins,40,
layout,fin_area,1430,um^2
cts,postCtsHoldBufs,0,
power_and_ir_drop,vdd_ir_drop_max,180,uV
logic_synthesis,most_common_cell,"a21oi_1",
place,place.port_buffers,29,
layout,syn2layout_area_growth,145,%
place,place_area,966,um^2
outcome,status,"finished with violations",
layout,ff_latch_area,0,um^2
route,vias_per_cell,4.24,
global_route,grt_pass1_wl,4540,um
logic_synthesis,top_cells_by_area,"buf_4 13%, ha_1 13%, buf_6 9.7%",
logic_synthesis,top_area_cell,"buf_4",
route,drc,0,
logic_synthesis,yosys_area,582,um^2
place,place.gp.congestion,0.818,
final_timing,fin_ws,-0.304,ns
final_timing,slew_viol_final,0,
final_timing,min_period,1.40,ns
layout,drive_gt1_frac,0.739,
floorplan,coreArea,3420,um^2
logic_synthesis,synth_cell_types,27,
final_timing,max_freq,712,MHz
final_timing,holdWs,0.750,ns
flow_run,warnings,43,
floorplan,die_y,80,um
route,dr_total_vias,843,
floorplan,die_area,6400,um^2
layout,clkbuf_count,0,
floorplan,fp-row-count,21,
setup_path,crit_arrival,1.18,ns
setup_path,critical_path_class,"input pin to output pin",
logic_synthesis,netlist_area,582,um^2
flow_run,cap_viol_max_count,0,
logic_synthesis,syn_inst,85,
global_route,antenna_found_initial,0,
logic_synthesis,yosys.area.top_type_share,0.129,
global_route,grt_pass1_vias,927,
final_timing,rsz0062_at_grt,"yes",
global_route,grt_max_degree,10,
final_timing,finalSetupViolCount,21,
setup_path,worst_setup_path_start_kind,"input pin",
hold_path,hold_path.class,"input pin to output pin",
logic_synthesis,synthTopCellsByCount,"11 x a21oi_1, 10 x buf_4, 9 x nand2_1",
power_and_ir_drop,power_leakage,0.697,nW
floorplan,initCoreUtil,0.170,
route,drt-initial-drc-count,24,
place,post-place-ws,-1.10,ns
route,wire_per_inst,14.6,um
global_route,grt_usage,0.0840,
logic_synthesis,synth_warnings,1,
==> power breakdown <==
part	internal (W)	switching, W	total, W
clock	0	0	0
combinational	0.000307	0.000226	0.000532
sequential	0	0	0
==> worst paths after layout <==
check               start         endpoint  slack (ns)  depth (start not counted)
hold / removal    addr[4]  instruction[13]        0.75                          3
setup / recovery  addr[3]  instruction[20]       -0.30                          7
==> metrics by stage <==
step | power, W | setup TNS, ns | instances | util
after global placement | 0.000357 | -22.02 | 167 | 0.283
after detailed placement | 0.000358 | -22.05 | 167 | 0.283
final | 0.000532 | -3.92 | 199 | 0.417
after floorplan | 0.000175 | -0.0455 | 91 | -
after global routing | 0.000575 | -4.84 | 199 | 0.417
after CTS | 0.000471 | -4.30 | 194 | 0.384
==> area by class of cell <==
class,instances,area (um^2)
repair buffers,77,689
fillers,334,1990
inverters,7,42.5
multi-input cells,69,636
well taps,46,57.6
==> critical path, cell delays in order <==
cell and delay, ns:
buf_8 0.11, buf_12 0.12, buf_6 0.11, and3b_2 0.23
buf_6 0.12, o31ai_4 0.15, buf_2 0.13
==> cell families (layout without fill, tap and decap cells) <==
family,count (synthesis),in the layout,synth area share
buf+inv,22,84,0.271
other cells,2,8,0.0129
fa+ha+maj,6,6,0.129
simple gates,26,26,0.237
mux,3,3,0.0516
compound gates,26,26,0.299
==> per-layer routing <==
layer	up-vias	global-route usage	wire length (um)
li1	411	-	-
met1	413	0.107	1270
met2	19	0.155	1570
met3	0	0.00455	69
met4	0	0.00704	0
met5	-	0	0
==> timing repair <==
action	in CTS	in global routing
cloned	2	0
setup buffers	25	8
endpoints found under the setup margin	24	22
pin swaps	19	17
resized	142	32
==> placed cells by master, fill, tap and decap left out, types with 2 or more instances in the layout <==
master and count:
dlygate4sd2_1 2, buf_4 20, clkbuf_2 3, nand2_4 3, nand2_2 2, buf_2 19
conb_1 8, o21ai_2 3, and2b_1 2, nand2_1 5, buf_6 25, a21oi_1 5
nor2_2 2, ha_4 5, buf_8 4, mux2i_1 3, o31ai_4 2, nor2_1 3
a21oi_2 6, inv_2 3, o21ai_1 3, nor2_4 2
Power is estimated from default activity; no workload was simulated.
