==> flow/design.v <==
`timescale 1ns / 1ps
module ImmGen (
    InstCode ,
    ImmOut
    );
input [ 31 : 0 ] InstCode ;
output reg [ 31 : 0 ] ImmOut ;
always @( InstCode )
begin
    case ( InstCode [ 6 : 0 ] )
        7'b0000011 :
            ImmOut = { InstCode [ 31 ] ? {20{1'b1 }} : 20'b0 , InstCode [ 31 : 20 ] };
        7'b0010011 :
            ImmOut = { InstCode [ 31 ] ? {20{1'b1 }} : 20'b0 , InstCode [ 31 : 20 ] };
        7'b0100011 :
            ImmOut = { InstCode [ 31 ] ? {20{1'b1 }} : 20'b0 , InstCode [ 31 : 25 ] , InstCode [ 11 : 7 ] };
        7'b0010111 :
            ImmOut = { InstCode [ 31 : 12 ] , 12'b0 };
        default :
            ImmOut = {32'b0 };
    endcase
end
endmodule
==> flow/run.sh <==
#!/bin/bash
# OpenROAD 26Q1-2900-gdf79404cd8, Yosys 0.63+post, stock flow scripts
make -C /OpenROAD-flow-scripts/flow DESIGN_CONFIG=/design/flow/config.mk WORK_HOME=/design/flow/orfs finish
==> flow/config.mk <==
export PLATFORM = sky130hd
export DESIGN_NAME = ImmGen
export DESIGN_NICKNAME = ImmGen
export VERILOG_FILES = /design/flow/design.v
export SDC_FILE = /design/flow/constraint.sdc
export NUM_CORES = 4
export LEC_CHECK = 1
export CORE_AREA = 10 10 70 70
export DIE_AREA = 0 0 80 80
==> flow/constraint.sdc <==
current_design ImmGen

set clk_period 5.6
set clk_io_pct 0.2

create_clock -name clk0 -period $clk_period

set non_clock_inputs [all_inputs -no_clocks]
set_input_delay [expr $clk_period * $clk_io_pct] -clock clk0 $non_clock_inputs
set_output_delay [expr $clk_period * $clk_io_pct] -clock clk0 [all_outputs]
==> deck_impl_summary.md <==
Key Metrics from the Run

GRT
  • Vias in the first global route: 726
  • All-layer global routing usage: 6.52%
  • Antenna violations before repair: 0
  • First-pass GRT wire length: 3.48 mm
  • Largest net degree at the start of global routing: 21
  • Grt ovf: 0

Clock network
  • Post-CTS Setup Inserts: 0
  • Hold Buf Count CTS: 0
  • Cts repair resizes: 0

Drt
  • Final wirelength: 2.30 mm
  • Router iterations before antenna repair: 2
  • Via density: 3.92
  • Routed Antenna Nets: 0
  • DR WL/cell: 12.8 µm
  • First DRT Iteration DRCs: 5
  • DRC viols: 0
  • Number of antenna diodes: 0
  • Vias post-DR: 706

Die
  • FP Rows: 21
  • Top Ports: 64
  • Die Height: 80 µm
  • Die width: 80 µm
  • Die area: 0.00640 mm²
  • FP Core Util: 13.1%
  • Core area: 0.00342 mm²

Hold path
  • HP Class: primary input to output port

Cells and area
  • Filler Cell Count: 375
  • Logic cell area: 415 µm²
  • Synthesis-to-layout area growth: 151%
  • Top Layout Cells: 64 x clkdlybuf4s50_1, 19 x nand2_1, 14 x a21oi_1, 10 x a21oi_2, 7 x and2_1
  • Layout cells sized above 1: 10.4%
  • Design area: 0.00112 mm²
  • Commonest non-fill, non-tap cell in the layout: clkdlybuf4s50_1
  • Seq_cells: 0
  • Clock buffers: 0
  • Register Area: 0 µm²

Placed design
  • Post-DP Area: 0.00112 mm²
  • Post-DP HPWL: 1.93 mm
  • IO Port Bufs: 64
  • Final GP Congestion: 0.786

Final timing
  • Slew Limit Headroom: 52.2%
  • RSZ-0062 raised after global routing: no
  • Final period utilization: 78.0%
  • Slew @ Worst Pin: 0.717 ns
  • Setup TNS Final: 0 ns
  • Max-slew violation count: 0
  • Final Critical Period: 4.37 ns
  • Setup Viol. Count Final: 0
  • Final hold violation count: 0
  • FMAX: 229 MHz

Yosys
  • Sequential share of the synthesized area: 0%
  • YS chip area: 447 µm²
  • Synth warn: 1
  • Syn Std Cell Area: 447 µm²
  • Yosys stat cell total: 74
  • Mapped Avg Cell Area: 6.04 µm²
  • Synth cell types: 17
  • Post-Syn Instances: 74

Pwr
  • Leakage Power: 0.000349 µW
  • Maximum vdd drop: 0.0000227 V
  • Power per cell area: 39.1 mW/mm²
  • Overall power: 43.8 µW

Critical path
  • Crit end category: output port
  • Crit path required time: 4.48 ns
  • Crit-path slowest cell: and4bb_1
  • Critical path, cell by cell: clkdlybuf4s50_1 -> and4bb_1 -> nand2_1 -> a21oi_1 -> clkdlybuf4s50_1
  • Worst path max stage delay: 0.79 ns
  • Startpoint types: primary input
  • Worst path arrival time: 3.25 ns
  • Critical path type: primary input to output port
  • Crit-path max FO: 20
  • Crit-path most repeated cell: clkdlybuf4s50_1

Run
  • Tool warnings: 32
  • Max-Cap Viols: 0

Status
  • Outcome: completed
-- synth_stat cells, drive strengths merged --
master  instances  area share [%]
a21oi          24              35
buf             3             5.3
nor2            6             5.0
nor2b           2             2.8
nand3b          1             1.7
and2b           5             8.4
clkbuf          2             1.7
nand2          20              18
nor3b           1             2.8
or3             1             1.4
a211oi          1             4.5
and4bb          1             2.8
and2            7             9.8
-- through the flow --
| stage | util [%] | hold slack [ns] | setup slack (ns) | instances |
|---|---|---|---|---|
| 6_report | 32.8 | 3.15 | 1.23 | 180 |
| 5_1_grt | 32.8 | 3.19 | 1.04 | 180 |
| 4_1_cts | 32.8 | 3.16 | 1.21 | 180 |
| 3_5_place_dp | 32.8 | 3.16 | 1.21 | 180 |
| 3_3_place_gp | 32.8 | 3.17 | 1.26 | 180 |
| 2_1_floorplan | - | 2.31 | 2.73 | 74 |
-- critical path, delay by kind of cell --
family / cells / cell delay (ns)
AND-OR/OR-AND: 1 / 0.18
buffers and inverters: 2 / 1.03
AND/OR/NAND/NOR: 2 / 0.91
-- power by group --
group	leakage (µW)	switching (µW)	internal [µW]	total, µW
Clock	0	0	0	0
Combinational	0.000349	15.1	28.7	43.8
Sequential	0	0	0	0
Total	0.000349	15.1	28.7	43.8
-- cell families after synthesis --
group                  share of synthesized area, %
buffers and inverters                          7.00
and+or+nand+nor                                53.2
AOI/OAI and AO/OA                              39.8
-- metal layers --
metal  routed length, µm  track usage, %
met2                 798            8.83
met5                   0               0
met3                 495            5.23
met4                   0               0
met1                1010            8.32
-- layout make-up --
cell class,count,area share (%)
timing repair buffer,65,57.8
multi-input combinational,69,37.1
tap,46,5.13
-- final timing paths --
kind,slack (ns),from,end,cells after the start
setup / recovery,1.23,InstCode[5],ImmOut[17],5
hold / removal,3.15,InstCode[18],ImmOut[18],4
Power figures rest on the tool's default switching activity, not on a simulated workload.
